==> /design/flow/design.v <==
module ALU(input [15:0] val_A, input [15:0] val_B,
 input [1:0] ALU_op, output [15:0] ALU_out, output [2:0] znv);
reg [15:0] ALU_ot;
assign ALU_out = ALU_ot;
always_comb begin 
case(ALU_op)
2'b00: ALU_ot = val_A+val_B;
2'b01: ALU_ot = val_A-val_B;
2'b10: ALU_ot = val_A & val_B;
2'b11: ALU_ot =~val_B;
default ALU_ot = 16'd0;
endcase
end
reg overFlow;
assign znv[2] = (ALU_out)? 1'b0:1'b1;
assign znv[1] = (ALU_out[15])? 1'b1: 1'b0;
assign znv[0] = (overFlow);
always_comb begin 
case({val_A[15], val_B[15], ALU_op, znv[1]})
5'b1_0_01_0: overFlow = 1'b1;  
5'b0_1_01_1: overFlow = 1'b1; 
5'b1_1_00_0: overFlow = 1'b1;  
5'b0_0_00_1: overFlow = 1'b1;  
default:  overFlow = 1'b0;
endcase
end
endmodule: ALU
module datapath(input clk, input [15:0] mdata, input [7:0] pc, input [1:0] wb_sel,
                input [2:0] w_addr, input w_en, input [2:0] r_addr, input en_A,
                input en_B, input [1:0] shift_op, input sel_A, input sel_B,
                input [1:0] ALU_op, input en_C, input en_status,
		input [15:0] sximm8, input [15:0] sximm5,
                output [15:0] datapath_out, output Z_out, output N_out, output V_out);
  reg [15:0] r_data, w_data, val_A, val_B, ALU_out,
shift_in, shift_out, reg_A_out; 
wire [2:0] znv;
regfile regfile1 (.w_data(w_data), .w_addr(w_addr), .w_en(w_en),
.r_addr(r_addr),.clk(clk), .r_data(r_data) );
ALU ALU1(.val_A(val_A), .val_B(val_B), .ALU_op(ALU_op),
.ALU_out(ALU_out), .znv(znv));
sixteen_bit_reg regA(.clk(clk), .in(r_data), .en(en_A), .out(reg_A_out) );
sixteen_bit_reg regB(.clk(clk), .in(r_data), .en(en_B), .out(shift_in) );
sixteen_bit_reg regC(.clk(clk), .in(ALU_out), .en(en_C), .out(datapath_out) );
always_comb begin
val_A = (sel_A) ? 16'b0 : reg_A_out;
val_B = (sel_B) ? sximm5: shift_out;
end
shifter shifter1(.shift_in(shift_in), .shift_op(shift_op), .shift_out(shift_out));
always_comb begin
case (wb_sel)
2'b00: w_data = datapath_out;
2'b01: w_data = {8'b0, pc};
2'b10: w_data = sximm8;
2'b11: w_data = mdata;
endcase
end
three_bit_reg status(.clk(clk), .in(znv), .en(en_status), .out({Z_out, N_out, V_out}));
endmodule: datapath
module eight_bit_reg(input clk, input [7:0] in, input en, output reg [7:0] out);
always_ff @(posedge clk) if(en) out <= in;
endmodule
module sixteen_bit_reg(input clk, input [15:0]in, input en, output reg [15:0]out);
always_ff @(posedge clk) if (en) out <= in;
endmodule
module three_bit_reg(input clk, input [2:0]in, input en, output reg [2:0] out);
always_ff @(posedge clk) if (en) out <= in;
endmodule 
module regfile(input logic clk, input logic [15:0] w_data,
 input logic [2:0] w_addr, input logic w_en,
  input logic [2:0] r_addr, output logic [15:0] r_data);
    logic [15:0] m[0:7];
    assign r_data = m[r_addr];
    always_ff @(posedge clk) if (w_en) m[w_addr] <= w_data;
endmodule: regfile
module shifter(input [15:0] shift_in, 
input [1:0] shift_op, output reg [15:0] shift_out);
always_comb begin 
    case(shift_op)
    2'b00 : shift_out = shift_in;
    2'b01 : shift_out = {shift_in[14:0], 1'b0};
    2'b10 : shift_out = {1'b0, shift_in[15:1]};
    2'b11 : shift_out ={shift_in[15], shift_in[15:1]};
    default: shift_out = shift_in;
    endcase
end
endmodule: shifter
==> /design/flow/config.mk <==
export PLATFORM = sky130hd
export DESIGN_NAME = datapath
export DESIGN_NICKNAME = datapath
export VERILOG_FILES = /design/flow/design.v
export SDC_FILE = /design/flow/constraint.sdc
export NUM_CORES = 4
export LEC_CHECK = 1
export CORE_UTILIZATION = 50
==> /design/flow/constraint.sdc <==
current_design datapath

set clk_period 6.8
set clk_io_pct 0.2

create_clock -name clk0 -period $clk_period [get_ports {clk}]

set non_clock_inputs [all_inputs -no_clocks]
set_input_delay [expr $clk_period * $clk_io_pct] -clock clk0 $non_clock_inputs
set_output_delay [expr $clk_period * $clk_io_pct] -clock clk0 [all_outputs]
==> /design/flow/run.sh <==
#!/bin/bash
# OpenROAD 26Q1-2900-gdf79404cd8, Yosys 0.63+post, stock flow scripts
make -C /OpenROAD-flow-scripts/flow DESIGN_CONFIG=/design/flow/config.mk WORK_HOME=/design/flow/orfs finish
==> run notes <==
fresh numbers from the pnr run: CP peak stage delay 0.65 ns, tally of non-filler cells in the final layout 940, Max Cap Viol 0, Worst Path Arrival 6.12 ns, ys flops 179, CP Cell Sequence clkdlybuf4s50_1 -> nand2b_1 -> o221ai_4 -> ha_1 -> nor2_1 -> xnor2_1 -> ha_1 -> a211o_1 -> o21ai_0 -> xor2_1 -> mux2i_1 -> or4_1 -> nor4_1 -> or4b_1 -> nor4_2, clk sinks 179, post-synth area from yosys stat 8950 um2, min cycle time layout 5.87 ns, crit path capture type register, Site Rows 48, Die Wd 136 um, dominant logic cell type in the layout edfxtp_1, dpl cell area 10,200 um2, WL final 19,700 um, RePlAce Congestion 0.988, transition time of the tightest slew-check pin 1.01 ns, CP max stage cell clkdlybuf4s50_1, part of the Yosys area used for sequential elements 60.0%, H-tree depth reported by CTS 4, met2 WL 9790 um, I/O pins 95, Post-Syn Area 8950 um2, Vias 5,403, Final Hold Violation Tally 0, Top cell area share 60.0%, area of the core 17,400 um2, number of enable flip-flop cells 179, Reg clk slew, reported paths 0.07 ns, hpwl dp 14,200 um, setup TNS 0 ns, # diodes 0, top sig layer met4, Antenna Violating Nets Remaining 0, initial antenna violation count 0, Met3 Wirelength 1850 um, ys flop type edfxtp_1, CTS root buf clkbuf_16, PwrDens 255 nW/um2, worst min path class register to register, gr usage total 25.0%, GR Overflow Total 0, DRT met1 WL 7980 um, cts repair resizes 0, Initial Util 51.4%, Post-CTS Setup Repair Bufs 0, Synth async-reset ratio 0%, Pleak 3.72 nW, RSZ-0062 raised after global routing no, DRC 0, status finished, final reports clean, fin crit share 86.3%, hold-fix buffers at CTS 0, DR pass1 iterations 5, initial DRC count 354, CP max FO 14, CP delay by family, top simple AND/OR/NAND/NOR gates, Worst setup SP type input pin, share of layout cells above drive strength 1 18.2%, most common logic cells in the final layout 179 x edfxtp_1, 93 x clkdlybuf4s50_1, 40 x mux4_2, Yosys Instances 597, Final Instance Area 10,800 um2, Cells after DPL 908, Pwr Total 0.00275 W, maximum vdd ir drop 0.000185 V, Layout Area Growth over Synthesis 20.5%, final setup vio count 0, Yosys warning count 6, fillers 1,296, Clock Path Buffers 2, Insertion Delay late pin 0.42 ns, WL/cell 21.0 um, OpenROAD warning count 27, WS Path Type input pin to register, Final Skew 0.00979 ns, cell taking the most area after synthesis edfxtp_1, Die Y 136 um, relative slew slack 32.2%, Vias/cell 5.75, CP most frequent cell ha_1, global-route wire length before repair 30,300 um, Max Clk Rate 170 MHz, total CTS buffers 17, Buffers on Ports 94, distinct lib cells 66, largest net degree at the start of global routing 35, CP required 7.06 ns, CTS tree done, syn avg cell area 15.0 um2, die area 18,400 um2, Buf/Inv on CP 1, Mapped Cells 597, Slew Limit Fails 0, vias in the first global route 5,620, Top area cell types edfxtp_1 60%, mux4_2 10%, mux2i_1 3.2%, mux2_2 2.4%, ha_1 2.4%
## cell type report
class,count,area [um2],share of cell area [%]
Clock buffer,17,425,3.94
Inverter,12,45.0,0.417
Clock inverter,15,166,1.54
Multi-Input combinational cell,377,3400,31.5
Sequential cell,179,5380,49.8
Tap cell,225,282,2.61
Timing Repair Buffer,115,1090,10.1
## registers in the layout (all words and copies together), names as in the netlist
signal / flops
regB.out: 16
regfile1.m: 128
regC.out: 16
status.out: 3
regA.out: 16
## logic make-up (layout without fill, tap and decap cells)
family,count (synthesis),count (layout),share of synthesized area [%]
AND/OR/NAND/NOR,137,137,8.37
adder cells (fa/ha/maj),18,18,2.60
XOR/XNOR,29,29,2.99
flip-flops,179,179,60.0
multiplexers,92,92,16.4
buffers and inverters,41,159,2.07
AND-OR/OR-AND,101,101,7.58
## worst register-to-register path, cell delays in order (launching register included)
cell and delay, ns:
edfxtp_1 0.48, nor3b_1 0.09, a311oi_1 0.40, a221o_1 0.25
nor2b_1 0.08, a41oi_1 0.49, a21oi_1 0.10, xor2_1 0.18
ha_1 0.41, nand3_1 0.10, a211oi_1 0.23, o31ai_1 0.15
a31o_2 0.28, o21ai_0 0.29, xnor3_1 0.45, mux2i_1 0.25
nor4_2 0.09
## path summary, 6_finish.rpt
kind	startpoint	end	slack (ns)	cells past startpoint
max	sel_B	status.out[2]	0.93	15
min	regfile1.m[4][4]	regA.out[4]	0.78	2
max reg2reg	regB.out[4]	status.out[2]	2.23	16
min reg2reg	regfile1.m[4][4]	regA.out[4]	0.78	2
## per-layer routing
metal	vias to the layer above	GRT usage, %
met1	2620	38.3
li1	2562	-
met4	0	2.06
met3	9	11.2
met5	-	0
met2	212	38.3
## synth_stat cells (3+ instances only)
cell type / n
edfxtp_1: 179
mux4_2: 40
nor2b_1: 33
a21oi_1: 30
nand2_1: 30
mux2i_1: 29
o21ai_0: 22
nor2_1: 21
mux2_2: 19
clkbuf_1: 17
ha_1: 17
xor2_1: 16
nand2b_1: 14
xnor2_1: 12
inv_1: 10
nor3b_1: 8
nor3_1: 7
a211oi_1: 6
nand3_1: 6
o22ai_1: 6
buf_1: 5
o31ai_1: 5
a211o_1: 4
a21o_1: 4
buf_4: 4
mux2_4: 3
o21a_1: 3
or3_1: 3
## power by group
group | total, W | switching (W) | internal (W) | leakage [nW]
Combinational | 0.000470 | 0.000240 | 0.000230 | 1.76
Sequential | 0.00133 | 0.0000283 | 0.00130 | 1.67
Clock | 0.000951 | 0.000429 | 0.000523 | 0.286
## metrics by stage
step | hold WS, ns | util, % | setup slack [ns]
4_1_cts | 0.788 | 61.9 | 0.969
3_5_place_dp | 0.769 | 58.5 | 0.516
2_1_floorplan | 0.696 | - | 1.70
5_1_grt | 0.811 | 61.9 | 0.612
6_report | 0.781 | 61.9 | 0.933
3_3_place_gp | 0.758 | 58.5 | 0.587
Power figures rest on the tool's default switching activity, not on a simulated workload.
